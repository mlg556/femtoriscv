==> design.v <==
module clkdiv (
    input  clk,
    output clk_out
);
    localparam N = 21;
    reg [N:0] counter = 0;
    always @(posedge clk) begin
        counter <= counter + 1;
    end
    assign clk_out = counter[N];
endmodule
==> run.sh <==
#!/bin/bash
# OpenROAD 26Q1-2900-gdf79404cd8, Yosys 0.63+post, stock flow scripts
make -C /OpenROAD-flow-scripts/flow DESIGN_CONFIG=/design/flow/config.mk WORK_HOME=/design/flow/orfs finish
==> config.mk <==
export PLATFORM = sky130hd
export DESIGN_NAME = clkdiv
export DESIGN_NICKNAME = clkdiv
export VERILOG_FILES = /design/flow/design.v
export SDC_FILE = /design/flow/constraint.sdc
export NUM_CORES = 4
export LEC_CHECK = 1
export CORE_AREA = 10 10 77 77
export DIE_AREA = 0 0 87 87
==> constraint.sdc <==
current_design clkdiv

set clk_period 3.0
set clk_io_pct 0.2

create_clock -name clk0 -period $clk_period [get_ports {clk}]

set non_clock_inputs [all_inputs -no_clocks]
set_input_delay [expr $clk_period * $clk_io_pct] -clock clk0 $non_clock_inputs
set_output_delay [expr $clk_period * $clk_io_pct] -clock clk0 [all_outputs]
==> impl_metrics.csv <==
group,metric,value,unit
setup_path,reg2reg_slack,1.55,ns
cells_and_area,final_layout_size_suffix_gt1_share,9.88,%
detailed_routing,drtIter0Drc,21,
detailed_routing,routed_wl,1150,um
setup_path,crit_chain,"clkdlybuf4s50_1",
detailed_routing,antenna-diode-count,0,
synth,synthTopCellsByArea,"dfxtp_1 (52%), xnor2_1 (10%), xor2_1 (10%)",
global_routing,antenna_found_initial,0,
setup_path,critPathBufInv,1,
setup_path,reg2reg_to,"counter[16]",
synth,yosys_warnings,1,
clocking,cts-resized-gates,0,
cells_and_area,num-fill-cells,451,
power,internal_power,381,uW
clocking,cts-root-buf,"clkbuf_8",
setup_path,worstSetupPathType,"reg -> out",
setup_path,crit_path_start_kind,"register",
setup_path,required,2.40,ns
global_routing,grt_max_degree,12,
setup_path,r2r_start,"counter[0]",
setup_path,arrival,1.06,ns
floorplan,die_w,87,um
synth,synthCells,77,
clocking,cts_tree,"built",
synth,ys_ff,22,
synth,ys_cells,77,
timing,timing.final.crit_period,1.66,ns
placed_design,place_ws,1.55,ns
floorplan,dieArea,0.00757,mm2
power,leakage,0.000379,uW
clocking,clock_latency,0.25,ns
setup_path,reg2regPathDepth,5,
synth,netlist_area,852,um2
global_routing,first_global_vias,537,
outcome,status,"complete, no violations",
cells_and_area,largest_register_ffs,22,
synth,postSynthSeqShare,51.7,%
floorplan,chipHeight,87,um
timing,setup_tns,0,ns
clocking,cts-hold-fix-buffers,0,
timing,relSlewSlack,77.1,%
worst_hold_path,min_from,"counter[0]",
cells_and_area,layout_top_cell,"dfxtp_1",
synth,yosys_area,852,um2
synth,syn_area_per_cell,11.1,um2
worst_hold_path,holdPathStages,1,
timing,rsz0062_at_grt,"false",
setup_path,max_stage_delay,0.47,ns
placed_design,gp_congestion,0.746,
worst_hold_path,hold_end,"counter[0]",
timing,timing.fmax,602,MHz
placed_design,dp_cells,130,
timing,report.final.slew_viol_count,0,
clocking,numCtsBuffers,3,
placed_design,hpwlAfterDp,844,um
power,p_sw_share,17.6,%
floorplan,num_rows,24,
cells_and_area,top_register,"counter",
clocking,clockBufferDepth,2,
timing,setup_ws,1.34,ns
detailed_routing,ant_nets,0,
detailed_routing,vias_per_cell,3.73,
clocking,clkSinkCount,22,
synth,top_area_cell,"dfxtp_1",
job,cap_violations,0,
timing,fin_crit_sh,55.4,%
timing,hold_violations,0,
synth,top_cell_area_share,51.7,%
job,tool_warnings,25,
setup_path,critPathCaptureType,"output pin",
floorplan,core-area,0.00435,mm2
setup_path,cp_slowest_cell,"clkdlybuf4s50_1",
timing,setup_viol_count_final,0,
timing,max_slew.worst_pin.slew,0.340,ns
cells_and_area,final_util,22.2,%
cells_and_area,area_growth,13.7,%
clocking,htreeDepth,1,
clocking,clk_pin_slew,0.07,ns
detailed_routing,vias,496,
setup_path,critPathMaxFanout,2,
floorplan,initial_core_util,19.6,%
worst_hold_path,hp-class,"reg -> reg",
cells_and_area,reg_top3,"counter x22",
global_routing,grt_overflow,0,
timing,fin_skew,0.00413,ns
power,p_clk_share,36.9,%
setup_path,critical-path-top-delay-family,"buffers and inverters",
power,pwr-share-comb,0,%
power,seq_power_share,63.1,%
detailed_routing,drcViolationCount,0,
synth,yosysUniqueCellTypes,18,
detailed_routing,dr.pass1.iters,4,
floorplan,ios,2,
power,ir_drop,0.000199,V
global_routing,grt_pass1_wl,2270,um
global_routing,grt.total_usage,3.46,%
detailed_routing,wl_per_cell,8.62,um
placed_design,port_buffers,1,
power,power.switching,81.6,uW
clocking,postCtsSetupRepairBufs,0,
cells_and_area,stdcell_count,133,
power,power_density,478,mW/mm2
cells_and_area,mostFrequentLayoutCells,"dfxtp_1 (22), xnor2_1 (10), xor2_1 (10), nand3_1 (7), nand2_1 (7)",
[stage by stage]
stage,instance area [um2],power (uW),hold slack [ns]
2_1_floorplan,852,299,0.402
4_1_cts,968,469,0.435
6_report,968,463,0.434
3_5_place_dp,927,299,0.417
5_1_grt,968,483,0.469
3_3_place_gp,927,299,0.411
[cell type report]
cell class	instances	area [um2]	share of cell area (%)
Tap cell	52	65.1	6.72
Sequential cell	22	440	45.5
Inverter	1	3.75	0.388
Clock buffer	3	41.3	4.26
Multi-Input combinational cell	54	408	42.1
Timing Repair Buffer	1	10.0	1.03
[synthesized netlist by cell type]
master   number
nor3_1        1
nand4_1       3
inv_1         1
xor2_1       10
and3_1        4
nor4_4        1
nand2_1       7
nand3_4       1
nor4_2        1
dfxtp_1      22
nor2_1        4
nand3_1       7
ha_1          1
xnor2_1      10
nor4_1        1
nand4_4       1
nor3_2        1
or2_1         1
[metal layers]
metal  wire length [um]  share of wire [%]  GRT usage (%)
met1                628                 55           4.56
met3                 73                6.4           1.60
met2                445                 39           5.33
met4                  0                  0          0.147
met5                  0                  0              0
[power by group through the flow]
stage / Combinational (uW) / Clock (uW) / Sequential [uW]
after CTS: 0.000181 / 177 / 292
after global routing: 0.000181 / 191 / 292
final: 0.000181 / 171 / 292
[logic make-up (layout without fill, tap and decap cells)]
family        count (synthesis)  in the layout  synth area share [%]
xor+xnor                     20             20                  20.6
fa+ha+maj                     1              1                  1.47
buf+inv                       1              5                 0.440
flops                        22             22                  51.7
simple gates                 33             33                  25.8
[worst max-delay path by stage]
stage	cells after the start	endpoint	start
finish	1	clk_out	counter[21]
global route	1	clk_out	counter[21]
CTS	1	clk_out	counter[21]
Power figures rest on the tool's default switching activity, not on a simulated workload.
